File: ./run.sh
#!/bin/bash
# OpenROAD 26Q1-2900-gdf79404cd8, Yosys 0.63+post, stock flow scripts
make -C /OpenROAD-flow-scripts/flow DESIGN_CONFIG=/design/flow/config.mk WORK_HOME=/design/flow/orfs finish
File: ./constraint.sdc
current_design MEM

set clk_period 1.3
set clk_io_pct 0.2

create_clock -name clk0 -period $clk_period [get_ports {clk}]

set non_clock_inputs [all_inputs -no_clocks]
set_input_delay [expr $clk_period * $clk_io_pct] -clock clk0 $non_clock_inputs
set_output_delay [expr $clk_period * $clk_io_pct] -clock clk0 [all_outputs]
File: ./config.mk
export PLATFORM = sky130hd
export DESIGN_NAME = MEM
export DESIGN_NICKNAME = MEM
export VERILOG_FILES = /design/flow/design.v
export SDC_FILE = /design/flow/constraint.sdc
export NUM_CORES = 4
export LEC_CHECK = 1
export CORE_UTILIZATION = 40
File: ./design.v
module reg32 #(
	parameter BITS = 32)
(
	input logic clk,
	input logic rst,
	input logic en,
	input logic [BITS-1:0] regin,
	output logic [BITS-1:0] regout
);
logic [31:0] dataout;
always@(posedge clk) begin
		if(rst) 
			dataout <= 32'b0;
		else if(en)
			dataout <= regin;
end
assign regout = dataout;
endmodule 
module MEM #(
	parameter BITS = 32)
(
    input logic clk,
	input logic rst,
	input logic EN_MEM,
	input logic [4:0] RD_EXE,
	input logic [BITS-1:0] RESULT_EXE,
	input logic [BITS-1:0] MEM_DATA,
	input logic VALID,
	output logic [4:0] RD_MEM,
	output logic [BITS-1:0] RESULT_MEM,
	output logic [BITS-1:0] MEM_OUTPUT
);
logic [31:0] S_RDATA;
always@(posedge clk) begin
	if(VALID) begin
		S_RDATA = MEM_DATA;
	end else begin
		S_RDATA = S_RDATA;
	end
end										
reg32 #(5) u_RD_REG(
	.clk(clk),
	.rst(rst),
	.en(EN_MEM),
	.regin(RD_EXE),
	.regout(RD_MEM)
);
reg32 #(32) u_RESULT_MEM_REG(
	.clk(clk),
	.rst(rst),
	.en(EN_MEM),
	.regin(RESULT_EXE),
	.regout(RESULT_MEM)
);
reg32 #(32) u_MEM_OUTPUT_REG(
	.clk(clk),
	.rst(rst),
	.en(EN_MEM),
	.regin(S_RDATA),
	.regout(MEM_OUTPUT)
);
endmodule
==> run summary <==
Here are the numbers from the latest Yosys + OpenROAD run.

Dividing the detail-routed via count by the number of cells gives 4.48. The global routing report lists combined usage of all routing layers as 0.158. Row generation in the floorplan step produced 33 rows. The type of the worst setup path is flop to output pin. In this run the critical path is formed by dlygate4sd2_1. The cell-internal power came out at 0.00487 W.

The overall via count from detail_route came out at 2,276. Recorded from the global router log, the overflow total was 0. The summed instance area of the synthesized netlist came out at 3400 µm². The number of antenna violations at the first check in global routing is 0. The total non-filler cell area in the finished layout came out at 5130 µm². The wire length of the first global-routing pass came out at 10,400 µm. The achievable clock frequency came out at 834 MHz. Summing over the stages, the warning tally comes to 26. The post-CTS hold buffer count recorded in the log is 0. The number of I/O port buffers came out at 141. Per the run summary, max-cap violations total 0.

The clock sink count is 101. The power density over the cells came out at 1210 nW/µm². The leakage power of the design is 2.38 nW. The diode insertion count for antenna repair came out at 0. The depth of the CTS H-tree is 3. The chip area came out at 8870 µm². The worst VDD IR drop from the latest analysis is 786 µV.

The tally of unique sky130hd cells used after synthesis came out at 8. The sum of negative setup slack came out at 0 ps. The slowest cell on the critical path is sky130_fd_sc_hd__dfxtp_1. The maximum clock insertion buffer count is 2. The floorplan die width is 94.2 µm.

The clock-pin slew on the worst setup and hold paths is 100 ps. The total count of max-transition violations in the final report is 0. The first detailed-routing pass took 4 iterations.

The count of warnings emitted by yosys came out at 3. The part of the total power dissipated in the clock network is 0.313. The worst-path maximum fanout came out at 2. The number of antenna-violating nets in the routed design came out at 0. The violation count after the first detailed-route iteration is 81. The required time at the worst-slack endpoint is 1040 ps. In the routed design, unresolved DRC markers number 0.

Setup repair after global routing left no endpoint under its margin. The post-synth register bit count is 101. The worst min-delay path class is input port to flop. The power report attributes to the sequential group a share of 0.574.

The largest single stage delay on the critical path is 330 ps. Data on the critical path arrives at its endpoint at 940 ps. The maximum number of pins on one net before global-route repair is 70. The routed length per instance is 13.5 µm. The worst setup path is launched from a flop.

After synthesis, the design contains 255 cells according to Yosys. The floorplan-stage core utilization came out at 0.414. The buffers plus inverters on the worst setup path came out at 1. The combinational fraction of design power came out at 0.113.

The slew at the pin with the worst max-slew slack came out at 307 ps. The standard cell area after detailed placement is 4930 µm². The root buffer cell chosen for the clock tree is sky130_fd_sc_hd__clkbuf_8.

The latest clock arrival within the worst-skew pair is 350 ps. The number of buffers created by CTS came out at 9. The count of endpoints failing setup in the final report is 0. The relative slew slack came out at 0.795. Of the available clock period, the critical path in the final layout requires 0.923. For reference, the post-synthesis area per instance comes to 13.3 µm².

The region available for standard cell placement spans 8220 µm². The height of the die came out at 94.2 µm. The switching part of the total is 0.218. The clock tree from TritonCTS is built. The total count of hold-check failures in the final report came out at 0.

The Yosys chip area is 3400 µm². The kind of end point of the critical path is an output pin. The HPWL reported at the end of detailed placement is 4470 µm.

The share of final-layout standard cells stronger than drive strength 1 came out at 0.223. The detailed router reported a total wirelength of 6830 µm. For this run, the register share of the synthesized area comes to 0.689. The kind of cell with the highest combined delay along the critical path is flip-flops. The final weighted congestion in routability-driven placement is 0.704. The flow measured a signed area growth from synthesis to layout of 51.0%. The number of global-route vias before repair is 2,128.

The flow ran to the end, and the final reports show no timing, DRC or antenna violations. The floorplan report gives the top-level pin count as 142. The switching power came out at 0.00135 W.

The worst path in the final design needs a cycle of 1200 ps, including I/O delays and setup. The post-route clock skew came out at 11.1 ps. The synthesized netlist cell count is 255.
==> power by group through the flow <==
stage / Sequential [W] / Combinational, W / Clock, W
global route: 0.00360 / 0.000779 / 0.00216
CTS: 0.00357 / 0.000720 / 0.00204
finish: 0.00357 / 0.000706 / 0.00195
==> cells by family (layout without fill, tap and decap cells) <==
family / Yosys count / in the layout / share of synthesized area
and+or+nand+nor: 69 / 69 / 0.0762
muxes: 69 / 69 / 0.203
buffers and inverters: 16 / 164 / 0.0320
DFF: 101 / 101 / 0.689
==> worst paths after layout <==
path / startpoint / to / slack [ps] / cells past startpoint
setup / recovery: u_MEM_OUTPUT_REG.dataout[5] / MEM_OUTPUT[5] / 100 / 1
hold / removal: EN_MEM / u_MEM_OUTPUT_REG.dataout[23] / 330 / 3
setup reg to reg: u_MEM_OUTPUT_REG.dataout[12] / u_MEM_OUTPUT_REG.dataout[12] / 570 / 3
hold reg to reg: u_MEM_OUTPUT_REG.dataout[17] / u_MEM_OUTPUT_REG.dataout[17] / 480 / 2
==> layout make-up <==
type	count	area, µm²
fill	696	3080
sequential	101	2430
timing repair buffer	148	1430
multi-input combinational	138	950
tap	105	131
clock buffer	10	128
clock inverter	6	67.6
==> timing repair <==
item | in CTS | in global routing
buffers inserted | 2 | 0
endpoints found under the setup margin | 69 | 0
gates resized | 136 | 0
==> state kept, by name, summed over array words and instances (netlist names) <==
| name | cells |
|---|---|
| u_RD_REG.dataout | 5 |
| S_RDATA | 32 |
| u_MEM_OUTPUT_REG.dataout | 32 |
| u_RESULT_MEM_REG.dataout | 32 |
==> per-stage QoR <==
step                      power [W]  hold WS (ps)  cells   util  setup slack [ps]
after floorplan             0.00386           359    255      -               300
after global placement      0.00441           461    490  0.600             -14.3
after detailed placement    0.00442           471    490  0.600             -16.3
after CTS                   0.00633           314    508  0.625              87.6
after global routing        0.00653           328    508  0.625              44.2
final                       0.00623           329    508  0.625               101
==> cells in the mapped netlist <==
library cell / number / share of area
sky130_fd_sc_hd__dfxtp_1: 69 / 0.41
sky130_fd_sc_hd__buf_2: 3 / 0.0044
sky130_fd_sc_hd__clkbuf_1: 5 / 0.0055
sky130_fd_sc_hd__mux2i_1: 69 / 0.20
sky130_fd_sc_hd__nor2_1: 69 / 0.076
sky130_fd_sc_hd__edfxtp_1: 32 / 0.28
sky130_fd_sc_hd__buf_4: 6 / 0.013
sky130_fd_sc_hd__buf_8: 2 / 0.0088
==> layout by cell type (no fill, tap or decap) <==
| cell | n |
|---|---|
| sky130_fd_sc_hd__dfxtp_2 | 67 |
| sky130_fd_sc_hd__inv_6 | 3 |
| sky130_fd_sc_hd__buf_4 | 3 |
| sky130_fd_sc_hd__clkdlybuf4s50_1 | 70 |
| sky130_fd_sc_hd__bufinv_16 | 1 |
| sky130_fd_sc_hd__nor2_1 | 69 |
| sky130_fd_sc_hd__clkinv_1 | 1 |
| sky130_fd_sc_hd__buf_2 | 1 |
| sky130_fd_sc_hd__mux2i_1 | 69 |
| sky130_fd_sc_hd__dlygate4sd2_1 | 69 |
| sky130_fd_sc_hd__clkbuf_8 | 9 |
| sky130_fd_sc_hd__edfxtp_1 | 32 |
| sky130_fd_sc_hd__clkinvlp_4 | 1 |
| sky130_fd_sc_hd__dfxtp_1 | 2 |
| sky130_fd_sc_hd__buf_12 | 5 |
| sky130_fd_sc_hd__clkbuf_1 | 1 |
==> per-layer routing <==
layer | part of all wire | routed length [µm] | track usage
met1 | 0.45 | 3100 | 0.252
met4 | 0.013 | 91 | 0.0244
met3 | 0.11 | 720 | 0.0535
met2 | 0.43 | 2930 | 0.227
met5 | 0 | 0 | 0
Power and IR drop assume default switching activity.
