### flow/design.v
module MUX21 #(
	parameter BITS = 32)
(
	input logic SEL,
	input logic [BITS-1:0] A,
	input logic [BITS-1:0] B,
	output logic [BITS-1:0] OUT 
);
always_comb begin 
	if(SEL == 1) begin
		OUT <= B;
	end
	else begin
		OUT <= A;
	end
end
endmodule
module reg32 #(
	parameter BITS = 32)
(
	input logic clk,
	input logic rst,
	input logic en,
	input logic [BITS-1:0] regin,
	output logic [BITS-1:0] regout
);
logic [31:0] dataout;
always@(posedge clk) begin
		if(rst) 
			dataout <= 32'b0;
		else if(en)
			dataout <= regin;
end
assign regout = dataout;
endmodule 
module CU
(
	input logic clk,
	input logic rst,
	input logic [6:0] OPCODE,
	input logic IS_FLUSH,
	input logic mem_rdy_if,
	input logic valid_if,
	input logic mem_rdy_mem,
	input logic valid_mem,
	input logic is_stall,
	input logic is_give_up,
	output logic [4:0] IF_CU,  
	output logic [6:0] ID_CU,  
	output logic [10:0] EXE_CU, 
	output logic [2:0]  MEM_CU,   
	output logic [1:0] WB_CU,   
	output logic START,
	output logic FLUSH1
);
logic [4:0] S_IF_CU;
logic [4:0] S_IF_CU_NORMAL;
logic [4:0] S_MISMATCH_IF_CU;
logic [4:0] S_NEXT_IF_CU;
logic [4:0] S_IF_CU1;
logic [4:0] SS_IF_CU;
logic [4:0] SSS_IF_CU;
logic [6:0] S_ID_CU;
logic [10:0] S_EXE_CU_NORMAL;
logic [2:0] S_MEM_CU_NORMAL;
logic [1:0] S_WB_CU_NORMAL;
logic [10:0] S_EXE_CU_NORMAL1;
logic [2:0] S_MEM_CU_NORMAL1;
logic [1:0] S_WB_CU_NORMAL1;
logic [1:0] S_WB_CU1;
logic [2:0] S_MEM_CU2;
logic [2:0] SS_MEM_CU2;
logic [1:0] S_WB_CU2;
logic [1:0] S_WB_CU3;
logic [10:0] S_EXE_CU_NOP;
logic [2:0]  S_MEM_CU_NOP;
logic [1:0] S_WB_CU_NOP;
logic [10:0] S_EXE_CU;
logic [2:0] S_MEM_CU;
logic [1:0] S_WB_CU;
logic IS_FLUSH1;
logic S_START;
logic s_valid_if;
logic s_mem_rdy_mem;
logic s_valid_mem;
logic s_continue;
logic [10:0] S_EXE_CU1;
logic [2:0] S_MEM_CU1;
logic S_MEM_RDY_IF;
logic S_MEM_RDY_MEM;
logic if_continue;
logic proc_req_if_done;
logic mem_rdy_if_done;
logic mem_continue;
logic proc_req_mem_done;
logic mem_rdy_mem_done;
logic if_proc_sel;
logic mem_proc_sel;
logic if_call_stop;
logic mem_call_stop;
logic mem_sel_go;
logic [1:0] if_fsm_p;
logic [1:0] if_fsm_m;
logic [1:0] mem_fsm_p;
logic [1:0] mem_fsm_m;
logic if_call_start;
logic mem_call_start;
logic if_count;
logic mem_count;
logic s_mem_rdy_check_if;
logic s_mem_rdy_check_mem;
logic s_mem_call_start;
logic wait_mem_valid;
assign S_EXE_CU_NOP = {S_WB_CU2[1],10'b10_10_001_101};
always_comb begin
	if(if_fsm_p == 2'b10 && mem_rdy_if == 1'b1) begin
		s_mem_rdy_check_if = 1'b1;
	end else begin
		s_mem_rdy_check_if = 1'b0;
	end
end
always_comb begin
	if(((MEM_CU[1] == 1'b0 && mem_fsm_p == 2'b10) || (MEM_CU[1] == 1'b1 && mem_fsm_p == 2'b01)) && mem_rdy_mem == 1'b1) begin
		s_mem_rdy_check_mem = 1'b1;
	end else begin
		s_mem_rdy_check_mem = 1'b0;
	end
end
always@(posedge clk) begin
	if(rst) begin
		S_MISMATCH_IF_CU = 5'b01110;
		S_NEXT_IF_CU = 5'b00110;
		S_MEM_CU_NOP = 3'b001;
		S_WB_CU_NOP  = 2'b00;
		mem_count = 1'b0;
		if_count = 1'b0;
		if_call_start = 1'b1;
		mem_call_start = 1'b1;
		s_continue = 1'b1;
		if_fsm_p = 2'b11;
		mem_fsm_m = 2'b11;
		wait_mem_valid = 1'b0;
	end
	else begin
		if(s_continue == 1'b1) begin
			if_call_start = 1'b1;
			mem_call_start = 1'b1;
		end 
		if(if_count == 1'b1) begin
			if_count = 1'b0;
		end
		else if(IF_CU[1] == 1'b1 && mem_rdy_if == 1'b1) begin
			if_fsm_p = 2'b10;
			if_fsm_m = 2'b01;
			if_call_start = 1'b0;
			if_count = 1'b1;		
		end 
		else if(IF_CU[1] == 1'b1 && mem_rdy_if == 1'b0) begin
			if_fsm_p = 2'b10;
			if_call_start = 1'b1;
			if_count = 1'b0;
		end 
		if(s_mem_rdy_check_if == 1'b1 && if_fsm_p == 2'b10 && if_count == 1'b0) begin
			if_fsm_m = 2'b01;
			if_call_start = 1'b0;
		end 
		if(valid_if == 1'b1 && if_fsm_m == 2'b01) begin
			if_fsm_p = 2'b00;
		end
		else if (mem_count == 1'b1) begin
			mem_call_start = 1'b0;
		end
		else if(MEM_CU[2] == 1'b1 && MEM_CU[1] == 1'b0 && mem_rdy_mem == 1'b1) begin
			mem_fsm_p = 2'b10;
			mem_fsm_m = 2'b01;
			mem_call_start = 1'b0;
			mem_count = 1'b1;	
		end else if(MEM_CU[2] == 1'b1 && MEM_CU[1] == 1'b0 && mem_rdy_mem == 1'b0) begin
			mem_fsm_p = 2'b10;
			mem_call_start = 1'b1;
			mem_count = 1'b0;
		end
		else if(MEM_CU[2] == 1'b1 && MEM_CU[1] == 1'b1 && mem_rdy_mem == 1'b1) begin
			mem_fsm_p = 2'b01;
			mem_fsm_m = 2'b00;
			mem_call_start = 1'b0;
			mem_count = 1'b1;	
		end
		else if(MEM_CU[2] == 1'b1 && MEM_CU[1] == 1'b1 && mem_rdy_mem == 1'b0) begin
			mem_fsm_p = 2'b01;
			mem_call_start = 1'b1;
			mem_count = 1'b0;	
		end
		else if(wait_mem_valid == 1'b1) begin
			mem_call_start = 1'b0;
		end
		else begin
			mem_fsm_m = 0;
			mem_fsm_p = 0;
		end
		if(s_mem_rdy_check_mem == 1'b1 && ((MEM_CU[1] == 1'b0 && mem_fsm_p == 2'b10) || (MEM_CU[1] == 1'b1 && mem_fsm_p == 2'b01)) && mem_count == 1'b0) begin
			mem_fsm_m = mem_fsm_p - 2'b01;
			wait_mem_valid = 1'b1;
			mem_call_start = 1'b0;
		end 
		if(valid_mem == 1'b1 && mem_fsm_m != 2'b0 && mem_fsm_p != 1'b0 && (MEM_CU[1] == 1'b0 && mem_fsm_m == 2'b01)) begin
			mem_fsm_p = mem_fsm_m - 2'b01;
		end
		if(if_fsm_p == 0 && ((MEM_CU[1] == 1'b0 && mem_fsm_p == 2'b0) || (MEM_CU[1] == 1'b1 && mem_fsm_m == 0))) begin
			wait_mem_valid = 1'b0;
			s_continue = 1'b1;
			if_fsm_p = 2'b11;
			mem_fsm_m = 2'b11;
			if_count = 1'b0;
			mem_count = 1'b0;	
		end 
		else begin
			s_continue = 1'b0;
		end
	end
end
reg32 #(1) u_mem_call(
	.clk(clk),
	.rst(rst),
	.en(s_continue),
	.regin(mem_call_start),
	.regout(s_mem_call_start)
);
always@(OPCODE) begin
	case(OPCODE)	
		7'b0110011: begin      
			S_ID_CU = 7'b11_000_01;
			S_EXE_CU_NORMAL[10:0] = {S_WB_CU2[1],10'b0100_000_101};
			S_MEM_CU_NORMAL = 3'b001;
			S_WB_CU_NORMAL = 2'b01;
			S_IF_CU_NORMAL = 5'b001_10;
		end
		7'b0010111: begin	   
			S_ID_CU = 7'b00_000_01;
			S_EXE_CU_NORMAL[10:0] = {S_WB_CU2[1],10'b0001_101_101};
			S_MEM_CU_NORMAL = 3'b001;
			S_WB_CU_NORMAL = 2'b01;
			S_IF_CU_NORMAL = 5'b001_10;
		end 
		7'b0110111: begin      
			S_ID_CU = 7'b00_000_01;
			S_EXE_CU_NORMAL[10:0] = {S_WB_CU2[1],10'b1001_101_101};
			S_MEM_CU_NORMAL = 3'b001;
			S_WB_CU_NORMAL = 2'b01;
			S_IF_CU_NORMAL = 5'b001_10;
		end
		7'b0100011: begin      
			S_ID_CU = 7'b11_100_01;
			S_EXE_CU_NORMAL[10:0] = {S_WB_CU2[1],10'b0101_010_101};
			S_MEM_CU_NORMAL = 3'b111;
			S_WB_CU_NORMAL = 2'b00;
			S_IF_CU_NORMAL = 5'b001_10;
		end
		7'b0010011: begin      
			S_ID_CU = 7'b10_011_01;
			S_EXE_CU_NORMAL[10:0] = {S_WB_CU2[1],10'b0101_001_101};
			S_MEM_CU_NORMAL = 3'b001;
			S_WB_CU_NORMAL = 2'b01;
			S_IF_CU_NORMAL = 5'b001_10;
		end
		7'b0000011: begin      
			S_ID_CU = 7'b10_011_01;
			S_EXE_CU_NORMAL[10:0] = {S_WB_CU2[1],10'b0101_001_101};
			S_MEM_CU_NORMAL = 3'b101;
			S_WB_CU_NORMAL = 2'b11;
			S_IF_CU_NORMAL = 5'b001_10;
		end
		7'b1101111: begin      
			S_ID_CU = 7'b00_001_11;
			S_EXE_CU_NORMAL[10:0] = {S_WB_CU2[1],10'b0010_100_111};
			S_MEM_CU_NORMAL = 3'b001;
			S_WB_CU_NORMAL = 2'b01;
			S_IF_CU_NORMAL = 5'b101_10;
		end 
		7'b1100111: begin      
			S_ID_CU = 7'b10_011_11;
			S_EXE_CU_NORMAL[10:0] = {S_WB_CU2[1],10'b0101_110_001};
			S_MEM_CU_NORMAL = 3'b001;
			S_WB_CU_NORMAL = 2'b01;
			S_IF_CU_NORMAL = 5'b101_10;
		end 
		7'b1100011: begin      
			S_ID_CU = 7'b11_010_11;
			S_EXE_CU_NORMAL[10:0] = {S_WB_CU2[1],10'b0100_011_111};
			S_MEM_CU_NORMAL = 3'b001;
			S_WB_CU_NORMAL = 2'b10;
			S_IF_CU_NORMAL = 5'b101_10;
		end 
		default: begin
			S_IF_CU_NORMAL = 5'b001_10;
			S_ID_CU = 7'b0;
			S_EXE_CU_NORMAL[10:0] = 11'b1;
			S_MEM_CU_NORMAL = 3'b001;
			S_WB_CU_NORMAL = 2'b00;
		end	
	endcase
end
reg32 #(5) u_IF_ID_REG(
	.clk(clk),
	.rst(rst),
	.en((!is_stall)),
	.regin(S_IF_CU1),
	.regout(SS_IF_CU)
);
reg32 #(16) u_ID_EXE_REG(
	.clk(clk),
	.rst(rst),
	.en(s_continue),
	.regin({S_EXE_CU,S_MEM_CU,S_WB_CU}),
	.regout({S_EXE_CU_NORMAL1,S_MEM_CU_NORMAL1,S_WB_CU_NORMAL1})
);
reg32 #(5) u_EXE_MEM_REG(
	.clk(clk),
	.rst(rst),
	.en(s_continue),
	.regin({S_MEM_CU_NORMAL1,S_WB_CU_NORMAL1}),
	.regout({S_MEM_CU2,S_WB_CU2})
);
reg32 #(2) u_MEM_WB_REG(
	.clk(clk),
	.rst(rst),
	.en(s_continue),
	.regin(S_WB_CU2),
	.regout(S_WB_CU3)
);
reg32 #(1) u_FLUSH(
	.clk(clk),
	.rst(rst),
	.en(s_continue),
	.regin(IS_FLUSH),
	.regout(IS_FLUSH1)
);
assign FLUSH1 = IS_FLUSH1;
MUX21 #(5) u_MUX_FLUSH_IF(
	.SEL(IS_FLUSH),
	.A(S_IF_CU_NORMAL),
	.B(S_MISMATCH_IF_CU),
	.OUT(S_IF_CU)
);
MUX21 #(5) u_MUX_NEXT_IF(
	.SEL(IS_FLUSH1),
	.A(S_IF_CU),
	.B(S_NEXT_IF_CU),
	.OUT(S_IF_CU1) 
);
MUX21 #(11) u_MUX_FLUSH_EXE0(
	.SEL(IS_FLUSH || IS_FLUSH1 || is_stall || is_give_up),
	.A(S_EXE_CU_NORMAL),
	.B(S_EXE_CU_NOP),
	.OUT(S_EXE_CU) 
);
MUX21 #(3) u_MUX_FLUSH_MEM0(
	.SEL(IS_FLUSH || IS_FLUSH1 || is_stall || is_give_up),
	.A(S_MEM_CU_NORMAL),
	.B(S_MEM_CU_NOP),
	.OUT(S_MEM_CU) 
);
MUX21 #(2) u_MUX_FLUSH_WB0(
	.SEL(IS_FLUSH || IS_FLUSH1 || is_stall || is_give_up),
	.A(S_WB_CU_NORMAL),
	.B(S_WB_CU_NOP),
	.OUT(S_WB_CU) 
);
assign IF_CU[2] = SS_IF_CU[2];
assign IF_CU[1] = (SS_IF_CU[1] & if_call_start);
assign IF_CU[0] = SS_IF_CU[0];
assign MEM_CU[2] = S_MEM_CU2[2] & mem_call_start;
assign MEM_CU[1] = S_MEM_CU2[1];
assign MEM_CU[0] = S_MEM_CU2[0];
assign IF_CU[4:3] = S_IF_CU1[4:3];
assign ID_CU = S_ID_CU;
assign EXE_CU = S_EXE_CU_NORMAL1;
assign WB_CU = S_WB_CU3;
assign START = s_continue;
endmodule
### flow/run.sh
#!/bin/bash
# OpenROAD 26Q1-2900-gdf79404cd8, Yosys 0.63+post, stock flow scripts
make -C /OpenROAD-flow-scripts/flow DESIGN_CONFIG=/design/flow/config.mk WORK_HOME=/design/flow/orfs finish
### flow/config.mk
export PLATFORM = sky130hd
export DESIGN_NAME = CU
export DESIGN_NICKNAME = CU
export VERILOG_FILES = /design/flow/design.v
export SDC_FILE = /design/flow/constraint.sdc
export NUM_CORES = 4
export LEC_CHECK = 1
export CORE_UTILIZATION = 30
### flow/constraint.sdc
current_design CU

set clk_period 5.6
set clk_io_pct 0.2

create_clock -name clk0 -period $clk_period [get_ports {clk}]

set non_clock_inputs [all_inputs -no_clocks]
set_input_delay [expr $clk_period * $clk_io_pct] -clock clk0 $non_clock_inputs
set_output_delay [expr $clk_period * $clk_io_pct] -clock clk0 [all_outputs]
==> impl_metrics.tcl <==
# collected from the flow reports
set metrics [dict create \
    outcome "finished clean" \
    r2r_cells 18 \
    htreeDepth 2 \
    max_cap_violations 0 \
    drcViolationCount 0 \
    portBuffers 44 \
    critPathKind "primary input to register" \
    path_cells "clkdlybuf4s50_1, and4b_1, o31a_1, o31a_1, or2_1, inv_1, ha_1, nor4bb_2, o21ai_1, a21oi_2, a21boi_4, mux2_4, ha_1, or4bb_1, nor2_1, a21oi_1, or3b_4, o21ai_4, o21bai_1" \
    max_freq_ghz 0.189 \
    min_path_type "register to register" \
    drt_iter0_markers 60 \
    clock-skew-final_ns 0.00735 \
    cts.sinks 39 \
    ys_warn_count 9 \
    finalHoldViolations 0 \
    cts_root_buf "clkbuf_8" \
    ctsHoldBuffers 0 \
    num_io_pins 46 \
    core_mm2 0.00639 \
    drive_gt1_share_pct 11.5 \
    antenna_found_initial 0 \
    warnings 26 \
    cp_num_cells 19 \
    finalMaxSlewViolations 0 \
    fin_cells 356 \
    clockBufferDepth 2 \
    worstMarginPinSlew_ns 0.690 \
    grt_first_pass_wirelength_um 8200 \
    postSynth.asyncResetShare_pct 0 \
    yosys_cells 233 \
    synth-edff-count 4 \
    syn2layout_area_growth_pct 32.5 \
    cp_max_fo 8 \
    syn-cell-area_mm2 0.00200 \
    leakage_uw 0.00105 \
    dp_hpwl_um 3470 \
    tritoncts "done" \
    ys_ff 39 \
    syn_inst 233 \
    clkLatencyLatePin_ns 0.29 \
    critPathLaunchType "primary input" \
    p_per_area_mw_per_mm2 235 \
    finalSetupViolations 0 \
    routed_wl_um 4850 \
    slowest_delay_ns 0.54 \
    ys_seq_share_pct 41.0 \
    synth_area_per_cell_um2 8.60 \
    power.clock.fraction_pct 36.4 \
    period_used_pct 94.7 \
    netlist.area_leader.share_pct 35.0 \
    ys_area_mm2 0.00200 \
    wire_per_inst_um 13.6 \
    slowest_stage "or4bb_1" \
    ys_types 58 \
    ir_worst_vdd_v 0.000110 \
    die_h_um 83.7 \
    diodes 0 \
    die_x_um 83.7 \
    place_inst 347 \
    largest_area_cell "dfxtp_1" \
    crit_arrival_ns 5.53 \
    end_kind "register" \
    p_seq_share_pct 48.5 \
    globalplace.congestion 0.887 \
    cts_made_buffers 5 \
    holdPathStages 2 \
    grt_pass1_vias 1703 \
    holdWs_ns 0.471 \
    top_cells_by_area "dfxtp_1 35%, nor2_1 7.9%, edfxtp_1 6.0%" \
    grtUsageTotal_pct 14.6 \
    p_switching_uw 147 \
    ff_type "dfxtp_1" \
    via_count 1775 \
    die-area_mm2 0.00701 \
    most_common_cell "nor2_1" \
    drt-vias-per-instance 4.99 \
    relSlewSlack_pct 53.6 \
    gr-total-overflow 0 \
    cp_top_family "simple AND/OR/NAND/NOR gates" \
    layout_min_cycle_time_ns 5.30 \
    p_int_uw 478 \
    rows 29 \
    grt_max_degree 27 \
    worst-path-buf-inv 2 \
    dr.pass1.iters 4 \
    cts.reportedPaths.clkPinSlew_ns 0.08 \
    p_sw_share_pct 23.5 \
    synth.cells.most_frequent "42 x nor2_1, 35 x dfxtp_1, 17 x nand2_1" \
    worstPathRequired_ns 5.83 \
    antenna_left 0 \
    fp_util_pct 31.4 \
    power_frac_comb_pct 15.1 \
]
-- worst paths after layout --
| check | slack [ns] | to | start |
|---|---|---|---|
| worst max register to register | 1.23 | register | u_IF_ID_REG.dataout[1]$_SDFFE_PP0N_ |
| worst max-delay path | 0.30 | register | mem_rdy_if |
| worst min register to register | 0.47 | u_ID_EXE_REG.dataout[15]$_SDFFE_PP0P_ | u_ID_EXE_REG.dataout[15]$_SDFFE_PP0P_ |
| worst min-delay path | 0.47 | u_ID_EXE_REG.dataout[15]$_SDFFE_PP0P_ | u_ID_EXE_REG.dataout[15]$_SDFFE_PP0P_ |
-- worst register-to-register path, stage by stage (launching register included) --
cell and delay (ns):
dfxtp_1 0.34, and4b_1 0.22, o31a_1 0.34, o31a_1 0.26
or2_1 0.24, inv_1 0.06, ha_1 0.13, nor4bb_2 0.19
o21ai_1 0.11, a21oi_2 0.14, a21boi_4 0.24, mux2_4 0.34
ha_1 0.19, or4bb_1 0.54, nor2_1 0.11, a21oi_1 0.06
or3b_4 0.40, o21ai_4 0.25, o21bai_1 0.14
-- layer usage --
layer | up-vias | routed length [um] | GRT usage [%]
li1 | 906 | - | -
met1 | 823 | 2370 | 21.6
met2 | 41 | 2200 | 23.5
met3 | 5 | 243 | 3.31
met4 | 0 | 46 | 1.23
met5 | - | 0 | 0
-- placed cells by master, fill, tap and decap left out, types with 3 or more instances in the layout --
master	Yosys	layout
dfxtp_1	35	35
mux2i_1	9	9
clkbuf_8	0	5
o31ai_1	3	3
o211ai_1	3	3
edfxtp_1	4	4
clkdlybuf4s50_1	0	44
ha_1	3	3
o21ai_0	7	6
a22oi_1	4	4
nor3_1	7	7
a211oi_1	4	4
nor3b_1	3	3
nor2b_1	4	4
o21bai_1	3	3
nand2b_1	3	3
buf_4	4	12
a21oi_1	10	9
inv_1	11	11
nand2_1	17	17
nor2_1	42	42
-- power groups by stage --
stage     logic (uW)  registers, uW  clock network [uW]
5_1_grt          106            305                 249
6_report        94.5            303                 228
4_1_cts         95.2            303                 237
-- repair_timing --
action	4_1_cts	5_1_grt
gates resized	0	4
setup buffers	0	1
endpoints found under the hold margin	0	0
setup endpoints to repair	0	7
-- kinds of logic after synthesis --
logic type      count (synthesis)  share of synthesized area, %
flops                          39                          41.0
xor+xnor                        2                         0.875
other cells                     1                         0.187
compound gates                 54                          20.0
simple gates                   95                          23.9
mux                            10                          5.25
buf+inv                        29                          7.00
fa+ha+maj                       3                          1.87
-- flip-flops by register name, indices dropped and copies added, names as in the netlist, named ones only --
register / flops
mem_call_start: 1
s_continue: 1
u_FLUSH.dataout: 1
u_EXE_MEM_REG.dataout: 5
mem_fsm_p: 2
u_ID_EXE_REG.dataout: 15
if_fsm_p: 2
if_count: 1
u_IF_ID_REG.dataout: 1
if_call_start: 1
if_fsm_m: 2
u_MEM_WB_REG.dataout: 2
wait_mem_valid: 1
mem_count: 1
mem_fsm_m: 2
-- area by class of cell --
cell class / count / area (um^2)
clock buffer: 7 / 76.3
clock inverter: 1 / 30.0
fill: 642 / 3730
inverter: 11 / 41.3
multi-input combinational: 165 / 1060
sequential: 39 / 821
tap: 77 / 96.3
timing repair buffer: 56 / 531
-- stage by stage --
stage | power (uW) | worst slack [ns] | setup TNS [ns] | area [um^2] | util [%]
CTS | 635 | 0.271 | 0 | 2630 | 41.2
global route | 659 | -0.0165 | -0.0276 | 2660 | 41.6
detailed placement | 404 | -0.00704 | -0.0108 | 2520 | 39.5
finish | 625 | 0.296 | 0 | 2660 | 41.6
floorplan | 362 | 0.392 | 0 | 2000 | -
global placement | 404 | 0.125 | 0 | 2520 | 39.5
Power and IR drop assume default switching activity.
